## /design/flow/run.sh

```bash
#!/bin/bash
# OpenROAD 26Q1-2900-gdf79404cd8, Yosys 0.63+post, stock flow scripts
make -C /OpenROAD-flow-scripts/flow DESIGN_CONFIG=/design/flow/config.mk WORK_HOME=/design/flow/orfs finish
```

## /design/flow/design.v

```verilog
`timescale  1ns / 1ps
module MSB_get(
    input [24-1:0] in,
    output [5-1:0] out
);
    reg [5-1:0] out_r;
    always@(*) begin
        if(in[24-1]) out_r = 5'd0;
        else if(in[24-2]) out_r = 5'd1;
        else if(in[24-3]) out_r = 5'd2;
        else if(in[24-4]) out_r = 5'd3;
        else if(in[24-5]) out_r = 5'd4;
        else if(in[24-6]) out_r = 5'd5;
        else if(in[24-7]) out_r = 5'd6;
        else if(in[24-8]) out_r = 5'd7;
        else if(in[24-9]) out_r = 5'd8;
        else if(in[24-10]) out_r = 5'd9;
        else if(in[24-11]) out_r = 5'd10;
        else if(in[24-12]) out_r = 5'd11; 
        else if(in[24-13]) out_r = 5'd12;
        else if(in[24-14]) out_r = 5'd13;
        else if(in[24-15]) out_r = 5'd14; 
        else if(in[24-16]) out_r = 5'd15;
        else if(in[24-17]) out_r = 5'd16;
        else if(in[24-18]) out_r = 5'd17; 
        else if(in[24-19]) out_r = 5'd18;
        else if(in[24-20]) out_r = 5'd19;
        else if(in[24-21]) out_r = 5'd20; 
        else if(in[24-22]) out_r = 5'd21; 
        else if(in[24-23]) out_r = 5'd22;
        else out_r = 5'd23; 
    end
    assign out = out_r;
endmodule
```

## /design/flow/constraint.sdc

```tcl
current_design MSB_get

set clk_period 2.8
set clk_io_pct 0.2

create_clock -name clk0 -period $clk_period

set non_clock_inputs [all_inputs -no_clocks]
set_input_delay [expr $clk_period * $clk_io_pct] -clock clk0 $non_clock_inputs
set_output_delay [expr $clk_period * $clk_io_pct] -clock clk0 [all_outputs]
```

## /design/flow/config.mk

```make
export PLATFORM = sky130hd
export DESIGN_NAME = MSB_get
export DESIGN_NICKNAME = MSB_get
export VERILOG_FILES = /design/flow/design.v
export SDC_FILE = /design/flow/constraint.sdc
export NUM_CORES = 4
export LEC_CHECK = 1
export CORE_AREA = 10 10 70 70
export DIE_AREA = 0 0 80 80
```

==> metrics.csv <==
stage,metric,value,unit
final_timing,period_minus_slack,2660,ps
drt,n_antenna_cell,0,
cells_and_area,clockBufferCount,0,
floorplanning,io_pins,29,
cts,cts_setup_buffers,0,
placement,io_buffers,28,
pwr,p_leak,0.236,nW
placement,pre_cts_ws,-162,ps
floorplanning,die_x,80,um
critical_path,path_class,primary input to primary output,
cells_and_area,syn2layout_area_growth,160,%
yosys,ys_cells,43,
drt,via_per_inst,3.53,
critical_path,crit_family,buffers and inverters,
yosys,postSynthCellCount,43,
global_route,grtUsageMet2,7.54,%
outcome,status,"finished, final reports clean",
global_route,met1_usage,4.22,%
placement,hpwl,1190,um
cells_and_area,fill_cells,382,
yosys,syn_area,244,sq um
flow_run,tool_warnings,33,
global_route,use_met3,1.48,%
global_route,grt_pass1_vias,462,
critical_path,endpoint_kind,primary output,
yosys,yosysTopAreaCell,nor2_1,
final_timing,fin_ws,135,ps
floorplanning,fp-row-count,21,
yosys,yosys.stat.seqShare,0,%
critical_path,crit_top_cell,clkdlybuf4s50_1,
drt,antenna_left,0,
final_timing,max_freq,375,MHz
yosys,area_leaders,"nor2_1 17%, nor4_1 10%, nand3_1 6.2%, a221oi_2 6.2%, inv_1 6.2%",
cells_and_area,regArea,0,sq um
drt,vias,424,
placement,place_congestion,0.814,
drt,avgRoutedWirePerCell,11.2,um
drt,routed_wl,1340,um
drt,drt_iter0_markers,16,
critical_path,critPathArrivalTime,2100,ps
final_timing,final_max_slew_viol_count,0,
critical_path,critPathLaunchType,primary input,
final_timing,finalSetupViolations,0,
global_route,grt_max_degree,7,
yosys,ys_types,21,
critical_path,worst-path-max-fanout,3,
floorplanning,core,3420,sq um
global_route,top_usage_layer,met2,
final_timing,finalCritPeriodShare,95.2,%
cells_and_area,lay_top_cells,"23 x clkdlybuf4s50_1, 11 x nor2_1, 4 x inv_1",
critical_path,crit_path_max_incr_delay,500,ps
global_route,grt_pass1_wl,2060,um
global_route,grt_usage,3.95,%
yosys,avgSynthCellArea,5.67,sq um
final_timing,worst_pin_slew,394,ps
pwr,powerDensity,107,nW/um^2
cells_and_area,ff_count,0,
final_timing,maxSlewHeadroom,73.4,%
global_route,grt_overflow,0,
floorplanning,die_y,80,um
global_route,antenna_found_initial,0,
floorplanning,chipArea,6400,sq um
cells_and_area,lay_top_count,clkdlybuf4s50_1,
yosys,ys_warn_count,1,
floorplanning,floorplanUtilization,7.14,%
yosys,ys_chip_area,244,sq um
pwr,ir_drop,13.7,uV
critical_path,cp_data_required_time,2240,ps
pwr,total_power,0.0679,mW
final_timing,hold_viol_final,0,
final_timing,rsz0062_at_grt,false,
critical_path,worstPathCellList,clkdlybuf4s50_1 -> nor4_2 -> nand3_1 -> nor2b_1 -> clkdlybuf4s50_1,
drt,drc_errors,0,
cells_and_area,drive_above_1_share,10.8,%
critical_path,critPathBufInv,2,
flow_run,maxCapViolCount,0,
yosys,top_area_share,16.9,%
critical_path,cpMaxStageDelayCell,clkdlybuf4s50_1,
hold_path,hold_path.class,primary input to primary output,
drt,firstDrtPassIters,2,
final cells by class:
class	instances	area (sq um)	share of cell area, %
multi-input cells	39	258	40.6
inverters	4	15.0	2.37
repair buffers	31	304	47.9
well taps	46	57.6	9.07
synthesized netlist by cell type:
cell type	n
o31ai_1	1
a21oi_1	2
o311ai_0	1
nand3_1	3
nor4_1	4
nand2_1	2
o21a_1	1
o21ai_0	2
a31oi_1	1
o311ai_1	1
o21bai_1	1
and2b_1	1
inv_1	4
a221oi_1	1
or4_1	1
nor2b_1	1
nor3_1	1
nor2_1	11
o221a_2	1
a221oi_2	1
nand2b_1	2
metrics by stage:
step | hold slack (ps) | area [sq um] | util, % | setup TNS [ps] | cells
floorplan | 1130 | 244 | - | 0 | 43
global placement | 2070 | 604 | 17.7 | -336 | 120
detailed placement | 2060 | 604 | 17.7 | -344 | 120
CTS | 1890 | 614 | 18.0 | 0 | 120
global route | 1850 | 634 | 18.6 | 0 | 120
finish | 1770 | 634 | 18.6 | 0 | 120
power by group:
| group | switching [mW] | leakage (nW) | internal [mW] | total, mW |
|---|---|---|---|---|
| Sequential | 0 | 0 | 0 | 0 |
| Combinational | 0.0257 | 0.236 | 0.0422 | 0.0679 |
| Clock | 0 | 0 | 0 | 0 |
tightest hold or removal path: cells and delay by family:
kind	cells	cell delay, ps
buffers and inverters	2	390
AND-OR/OR-AND	2	250
cells by family after synthesis:
kind of cell	synth area share [%]
simple gates	52.3
compound gates	41.5
buf+inv	6.15
metal layers:
metal	routed length, um	up-vias
met3	160	0
met1	515	183
met5	0	-
li1	-	228
met2	665	13
met4	0	0
worst paths after layout:
path  endpoint  depth (start not counted)  slack [ps]   start
max     out[3]                          5         140  in[17]
min     out[1]                          4        1770  in[19]
repair_timing:
| action | CTS | global route |
|---|---|---|
| setup endpoints to repair | 3 | 3 |
| gates cloned | 0 | 0 |
| pin swaps | 3 | 3 |
| gates resized | 5 | 5 |
| endpoints found under the hold margin | 0 | 0 |
| hold buffers | 0 | 0 |
Power and IR drop assume default switching activity.
